<file path="design/flow/design.v">
module asynchronous_fifo (wclk,wrst_n,rclk,rrst_n,write_enable,read_enable,data_read,data_write,wfull,rempty,half_full,half_rempty);
	parameter DEPTH=512, DATA_WIDTH=8;
	parameter PTR_WIDTH = $clog2(DEPTH);
	input wclk, wrst_n;
	input rclk, rrst_n;
	input write_enable, read_enable;
	input [DATA_WIDTH-1:0] data_read;
	output reg [DATA_WIDTH-1:0] data_write;
	output reg wfull, rempty,half_full,half_rempty;
	reg [PTR_WIDTH:0] sync_rq2_wptr, sync_wq2_rptr;
	reg [PTR_WIDTH:0] wptr, rptr;
	reg [PTR_WIDTH:0] rq2_wptr, wq2_rptr;
	wire [PTR_WIDTH-1:0] waddr, raddr;
	synchronizer #(PTR_WIDTH) sync_wptr (rclk, rrst_n, rq2_wptr, sync_rq2_wptr); 
	synchronizer #(PTR_WIDTH) sync_rptr (wclk, wrst_n, wq2_rptr, sync_wq2_rptr);  
	write_ptr #(PTR_WIDTH) wptr_h(wclk, wrst_n, write_enable,sync_wq2_rptr,wptr,rq2_wptr,wfull,half_full);
	read_ptr #(PTR_WIDTH) rptr_h(rclk, rrst_n, read_enable,sync_rq2_wptr,rptr,wq2_rptr,rempty,half_rempty);
	fifo_mem fifom(wclk, write_enable, rclk, read_enable,wptr, rptr, data_read,wfull,rempty, data_write);
endmodule
module synchronizer (clk,rst_n,D_in,D_out);
	parameter WIDTH=8;
	input clk, rst_n;
	input [WIDTH:0] D_in;
	output reg [WIDTH:0] D_out;
	reg [WIDTH:0] q;
	always@(posedge clk) 
		begin
			if(!rst_n) 
			begin
				q <= 0;
				D_out <= 0;
			end
			else 
			begin
				q <= D_in;
				D_out <= q;
			end
		end
endmodule
module write_ptr (wclk,wrst_n,write_enable,wq2_rptr,wptr,rq2_wptr,wfull,half_full);
	parameter PTR_DEPTH=9;
	input wclk, wrst_n, write_enable;
	input [PTR_DEPTH:0] wq2_rptr;
	output reg [PTR_DEPTH:0] wptr, rq2_wptr;
	output reg wfull;
	output reg half_full;
	reg [PTR_DEPTH:0] inc_wptr;
	reg [PTR_DEPTH:0] g_inc_wptr;
	wire full;
	assign inc_wptr = wptr+(write_enable & !wfull);
	assign g_inc_wptr = (inc_wptr >>1)^inc_wptr;
	assign half_full = (wptr >= (1<<(PTR_DEPTH-1)));
	always@(posedge wclk or negedge wrst_n) 
		begin
			if(!wrst_n) 
			begin
				wptr <= 0;
				rq2_wptr <= 0;
			end
			else 
			begin
				wptr <= inc_wptr; 
				rq2_wptr <= g_inc_wptr;
			end
		end
	always@(posedge wclk or negedge wrst_n) 
		begin
			if(!wrst_n) 
				wfull <= 0;
			else        
				wfull <= full;
		end
	assign full = (g_inc_wptr == {~wq2_rptr[PTR_DEPTH:PTR_DEPTH-1], wq2_rptr[PTR_DEPTH-2:0]});
endmodule
module read_ptr (rclk,rrst_n,read_enable,rq2_wptr,rptr,wq2_rptr,rempty,half_wempty);
	parameter PTR_DEPTH = 9;
	input rclk, rrst_n, read_enable;
	input [PTR_DEPTH:0] rq2_wptr;
	output reg [PTR_DEPTH:0] rptr, wq2_rptr;
	output reg rempty,half_wempty;
	reg [PTR_DEPTH:0] inc_rptr;
	reg [PTR_DEPTH:0] g_inc_rptr;
	assign inc_rptr = rptr+(read_enable & !rempty);
	assign g_inc_rptr = (inc_rptr >>1)^inc_rptr;
	assign empty = (rq2_wptr == g_inc_rptr);
	assign half_wempty = (rptr <= (1 << (PTR_DEPTH - 1)));
	always@(posedge rclk or negedge rrst_n) 
		begin
			if(!rrst_n) begin
				rptr <= 0;
				wq2_rptr <= 0;
			end
			else begin
				rptr <= inc_rptr;
				wq2_rptr <= g_inc_rptr;
			end
		end
	always@(posedge rclk or negedge rrst_n) 
		begin
			if(!rrst_n) 
				rempty <= 1;
			else        
				rempty <= empty;
		end
endmodule
module fifo_mem (wclk,write_enable,rclk,read_enable,wptr,rptr,data_write,wfull,rempty,data_read);
	parameter DEPTH=512, DATA_WIDTH=8, PTR_WIDTH=9;
	input wclk, write_enable, rclk, read_enable;
	input [PTR_WIDTH:0] wptr, rptr;
	input [DATA_WIDTH-1:0] data_write;
	input wfull, rempty;
	output reg [DATA_WIDTH-1:0] data_read;
	reg [DATA_WIDTH-1:0] fifo[0:DEPTH-1];
	assign data_read = fifo[rptr[PTR_WIDTH-1:0]];
	always@(posedge wclk) 
		begin
			if(write_enable & !wfull) 
			begin
			  fifo[wptr[PTR_WIDTH-1:0]] <= data_write;
			end
		end
endmodule
</file>
<file path="design/flow/run.sh">
#!/bin/bash
# OpenROAD 26Q1-2900-gdf79404cd8, Yosys 0.63+post, stock flow scripts
make -C /OpenROAD-flow-scripts/flow DESIGN_CONFIG=/design/flow/config.mk WORK_HOME=/design/flow/orfs finish
</file>
<file path="design/flow/config.mk">
export PLATFORM = sky130hd
export DESIGN_NAME = asynchronous_fifo
export DESIGN_NICKNAME = asynchronous_fifo
export VERILOG_FILES = /design/flow/design.v
export SDC_FILE = /design/flow/constraint.sdc
export NUM_CORES = 4
export LEC_CHECK = 1
export CORE_UTILIZATION = 40
</file>
<file path="design/flow/constraint.sdc">
current_design asynchronous_fifo

set clk_period 140.3
set clk_io_pct 0.2

create_clock -name clk0 -period $clk_period [get_ports {rclk}]
create_clock -name clk1 -period $clk_period [get_ports {wclk}]

set non_clock_inputs [all_inputs -no_clocks]
set_input_delay [expr $clk_period * $clk_io_pct] -clock clk0 $non_clock_inputs
set_output_delay [expr $clk_period * $clk_io_pct] -clock clk0 [all_outputs]
</file>
==> qor.yml <==
clock_tree:
  numClockSinks: 4176
  cts_tree: "done"
  clkSlewWorstSetupHoldPaths_ns: 0.06
  cts.repair_timing.setup_buffer_count: 0
  post_cts_resized: 0
pwr:
  netSwitchingFraction_pct: 30.6
  power_frac_comb_pct: 27.8
  lkg_pwr_nw: 57.1
  seq_power_share_pct: 39.7
  total_switching_power_mw: 1.08
  clock_share_of_power_pct: 32.5
  peakVddDrop_mv: 0.0148
  power_density_nw_per_um2: 19.2
  cellInternalPower_mw: 2.44
synthesis:
  post_synth.cell_area_avg_um2: 21.2
  ys.warnings.count: 12
  numSynthFlops: 4176
  synth.yosys.num_cells: 7597
  syn-instance-count: 7597
  flip_flops_with_a_built_in_enable: 4096
  mappedNetlistArea_um2: 161000
  yosys.stat.chipArea_um2: 161000
  async_flop_share_pct: 0.958
  seq_area_frac_synth_pct: 77.3
  distinct_cell_type_count_of_the_synthesized_netlist: 58
  ff_type: "edfxtp_1"
die:
  placeableCoreArea_um2: 401000
  die-height_um: 637
  initial_core_util_pct: 40.3
  floorplan.die.width_um: 637
  core.rowCount: 232
  die_area_um2: 406000
  io_pins: 26
sta:
  grt_setup_unrepaired: "false"
  final.setup_skew_ns: 0.0886
  hold_slack_ns: 0.294
  timing_max_transition_violations_final: 0
  hold_violations: 0
  setup_tns_ns: 0
  relSlewSlack_pct: 15.5
  setup_viol: 0
  max_slew.worst_pin.slew_ns: 1.26
run:
  maxCapViolCount: 0
  openroad.warnings: 28
detailed_routing:
  post-route-drc-count: 0
  drt_first_iter_violations: 5277
  routed_via_density: 5.72
  detail-route-antenna-nets: 0
  detail_route.wl_per_cell_um: 30.8
  route.final.wire_length_mm: 417
  dr_total_vias: 77400
  detailedRoute.firstPassIterationCount: 5
global_route:
  globalRouteTotalUtil_pct: 22.8
  antenna_violations_before_repair: 14
  overflow: 0
  grt-busiest-layer: "met2"
  pin_count_of_the_biggest_net_entering_global_routing: 100
  grt.met1_usage_pct: 25.9
  use_met2_pct: 33.5
  grt_first_pass_wirelength_mm: 603
  global_route.usage.met3_pct: 17.4
  number_of_global_route_vias_before_repair: 85900
worst_setup_path:
  reg2reg_slack_ns: 136.36
  endpoint_kind: "output port"
  worst-endpoint-required_ns: 112.24
  worst_setup_path_start_kind: "flop"
  worstPathCellList: "buf_12, buf_4, buf_4, buf_12, buf_4, buf_4, mux4_2, mux2i_1, o21ai_0, o21ai_0, a21oi_1, o32a_1, clkdlybuf4s50_1"
  largest_fanout_on_the_critical_path: 82
  cp.arrival_ns: 7.43
  critPathSlowestCell: "dfrtp_4"
  critical_path.most_common_cell: "buf_4"
  crit_path_max_incr_delay_ns: 0.77
  path_class: "flop to output port"
place:
  buffer_ports.inserted: 24
  finalWeightedCongestion: 0.926
  place.detailed.hpwl_mm: 254
  postPlaceCellArea_um2: 169000
final_layout:
  share_of_cells_above_drive_strength_1_pct: 23.9
  layout.cells.most_common: "edfxtp_1"
  area_growth_syn_to_layout_pct: 13.4
  mostFrequentLayoutCells: "4096 x edfxtp_1, 953 x mux4_2, 552 x nor2_1"
  final_design_area_no_fill_um2: 183000
worst_hold_path:
  hold_class: "flop to flop"
status:
  outcome: "finished clean"
[path summary, 6_finish.rpt]
kind,start,to,cells after the start
setup / recovery,rptr_h.rptr[1],data_write[6],13
hold / removal,rptr_h.wq2_rptr[0],sync_rptr.q[0],2
setup reg to reg,wptr_h.wfull,fifom.fifo[242][6],6
hold reg to reg,rptr_h.wq2_rptr[0],sync_rptr.q[0],2
max in group clk1,write_enable,fifom.fifo[242][6],7
max in group asynchronous,rrst_n,rptr_h.rptr[2],2
min in group clk0,sync_wptr.q[6],sync_wptr.D_out[6],1
min in group asynchronous,wrst_n,wptr_h.wptr[6],2
[metal layers]
metal	share of wire, %	up-vias
li1	-	32300
met1	31	39500
met2	47	4781
met3	17	830
met4	4.6	28
met5	0.15	-
[critical path: cells and delay by family (launching register included)]
family | cells | cell delay [ns]
compound gates | 4 | 1.54
buf+inv | 7 | 4.21
flops | 1 | 0.77
mux | 2 | 0.47
[layout make-up]
class	instances	area [µm²]
fillers	32300	218000
flip-flops and latches	4176	125000
multi-input cells	2930	34400
clock buffers	497	11000
well taps	5265	6590
clock inverters	277	3130
repair buffers	363	2980
inverters	16	60.1
diodes	15	37.5
[cells by family (layout without fill, tap and decap cells)]
group / Yosys count / after routing / synth area share, %
other: 0 / 15 / 0
multiplexers: 1331 / 1331 / 15.6
flip-flops: 4176 / 4176 / 77.3
adder cells (fa/ha/maj): 5 / 5 / 0.0388
AND/OR/NAND/NOR: 899 / 899 / 2.39
XOR/XNOR: 54 / 54 / 0.293
buffers and inverters: 491 / 1153 / 1.56
AND-OR/OR-AND: 641 / 641 / 2.76
[per-stage QoR]
step | setup slack (ns) | utilization, % | cells | total power [mW]
final | 104.81 | 45.7 | 13500 | 3.52
after global routing | 104.17 | 45.7 | 13500 | 3.64
after CTS | 104.48 | 45.7 | 13500 | 3.55
after detailed placement | 104.76 | 42.1 | 12700 | 2.41
after global placement | 104.64 | 42.1 | 12700 | 2.41
after floorplan | 109.71 | - | 7597 | 2.03
[power groups by stage]
stage	combinational (mW)	clock [mW]	sequential (mW)
after CTS	0.988	1.16	1.40
after global routing	1.04	1.21	1.40
final	0.978	1.14	1.40
[what timing repair did]
action,in CTS,in global routing
hold endpoints to repair,10,0
endpoints found under the setup margin,0,0
hold buffers,10,0
[synth_stat cells, drive strengths merged, types with 39 or more instances]
library cell,n,area [µm²]
nand3,64,320
mux4,953,21500
o21ai,99,495
nor2b,45,282
and2,49,307
nand2,133,499
a221oi,69,604
clkbuf,200,751
dfrtp,39,976
edfxtp,4096,123000
dfxtp,40,801
a22oi,183,1370
a21oi,84,420
mux2i,377,3770
nor2,555,2080
buf,275,1710
a211oi,56,420
[registers in the layout (all words and copies together) (netlist names)]
| register | flops |
|---|---|
| wptr_h.wptr | 10 |
| rptr_h.rptr | 10 |
| wptr_h.rq2_wptr | 9 |
| sync_rptr.D_out | 10 |
| sync_rptr.q | 10 |
| rptr_h.wq2_rptr | 9 |
| sync_wptr.D_out | 10 |
| wptr_h.wfull | 1 |
| fifom.fifo | 4096 |
| rptr_h.rempty | 1 |
| sync_wptr.q | 10 |
Power and IR drop assume default switching activity.
